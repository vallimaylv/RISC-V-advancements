[flow/config.mk]
export PLATFORM = sky130hd
export DESIGN_NAME = data_memory
export DESIGN_NICKNAME = data_memory
export VERILOG_FILES = /design/flow/design.v
export SDC_FILE = /design/flow/constraint.sdc
export NUM_CORES = 4
export LEC_CHECK = 1
export CORE_UTILIZATION = 30
[flow/constraint.sdc]
current_design data_memory

set clk_period 5.3
set clk_io_pct 0.2

create_clock -name clk0 -period $clk_period [get_ports {clk}]

set non_clock_inputs [all_inputs -no_clocks]
set_input_delay [expr $clk_period * $clk_io_pct] -clock clk0 $non_clock_inputs
set_output_delay [expr $clk_period * $clk_io_pct] -clock clk0 [all_outputs]
[flow/design.v]
module data_memory(a,wd,clk,rst,we,rd);
  input [31:0]a,wd;
  input clk,rst;
  input we;
  output  [31:0]rd;
  reg[31:0] data_mem[31:0];
  integer i;
  always@(posedge clk)begin
    if(!rst) begin
    for(i=0;i<32;i=i+1) begin  data_mem[i]=32'd0;   end
    end
    else begin
      data_mem[a]<=(we==1'b1)?wd:32'd0;
    end
  end
  assign rd=(we==1'b0)?data_mem[a]:32'd0;
endmodule
[flow/run.sh]
#!/bin/bash
# OpenROAD 26Q1-2900-gdf79404cd8, Yosys 0.63+post, stock flow scripts
make -C /OpenROAD-flow-scripts/flow DESIGN_CONFIG=/design/flow/config.mk WORK_HOME=/design/flow/orfs finish
==> results.cfg <==
; yosys + openroad results
[clocking]
clock_tree.htree_level_count = 3
ctsLongestPathBuffers = 3
clk_pin_slew_worst_paths_ps = 60
ctsResizeCount = 0
postCtsHoldBufs = 0
cts_num_sinks = 1024
numCtsBuffers = 101
cts_tree = yes
cts.repair_timing.setup_buffer_count = 0
clock_tree.root_cell = sky130_fd_sc_hd__clkbuf_16

[placed_design]
placed_cells = 5243
dpl.hpwl_mm = 72.0
globalplace.congestion = 0.857
io_buffer_count = 71

[yosys]
ys_area_sq_mm = 0.0442
synth-edff-count = 1024
syn_avg_cell_area_sq_um = 13.1
ys_ff = 1024
synth.lib_cells_used.distinct = 32
synthCells = 3381
synth-async-reset-ratio = 0
synth.yosys.seq_area_share = 0.696
synth-cells-yosys = 3381
mappedNetlistArea_sq_mm = 0.0442
yosysWarnings = 1
primary_flip_flop_cell_chosen_by_synthesis_mapping = sky130_fd_sc_hd__edfxtp_1

[floorplan]
floorplan.core_util = 0.303
die-width_um = 386
die_height_um = 386
coreArea_sq_mm = 0.146
floorplan.rows = 140
die-area_sq_mm = 0.149
design.portCount = 99

[routing]
num_antenna_cells = 0
detailroute.via_count = 27200
avgViaCountPerCell = 5.00
drt_drc_violations_left = 0
drt_pre_antenna_iters = 6
totalWireLength_mm = 125
antenna_violating_nets_post_route = 0
wl_per_cell_um = 23.1
initialDrtViolationCount = 1557

[timing]
fmax_mhz = 195
timing.final.hold_violations = 0
final.setup.tns_ps = 0
relSlewSlack = 0.403
period_needed_ps = 5120
worst-slew-pin-transition_ps = 892
min_period_over_period = 0.967
unrepaired_setup_endpoints_after_global_routing = false
hold_slack_ps = 1380
final-max-slew-violation-count = 0
report.final.setup_viol = 0

[flow_run]
tool_warnings = 53
maxCapViolations = 0

[setup_path]
cp-start-kind = primary input
critical_path_peak_fanout = 32
critical_path_class = primary input to output pin
critPathRequiredTime_ps = 4240
cp_data_arrival_time_ps = 4060
setup.worst_path.end_class = output pin

[global_routing]
antenna_found_initial = 0
grt_overflow = 0
grt_start_max_net_pins = 85
grt_first_pass_wirelength_mm = 182
groute.usage.overall = 0.179
first_global_vias = 27500

[finish]
final_cells = 5431
proportion_of_layout_cells_with_a_drive_suffix_above_1 = 0.110
largest_register_ff_count = 1024
area_growth_syn_to_layout_pct = 15.9
most_flops_register = data_mem
largestRegisters = data_mem x1024

[hold_path]
hold_path_depth = 4
worst_hold_path_type = primary input to flop

[power]
total_power_w = 0.0177
power.density_cell_area_mw_per_mm2 = 346
ir_worst_vdd_mv = 0.251
static_leakage_nw = 17.8

[outcome]
status = finished clean
## metal layers
metal / global-route usage / up-vias / routed length [um]
li1: - / 12400 / -
met1: 0.224 / 13000 / 46800
met2: 0.251 / 1536 / 53700
met3: 0.130 / 217 / 20500
met4: 0.0449 / 10 / 3850
met5: 0.0123 / - / 290
## cell families (layout without fill, tap and decap cells)
| logic type | Yosys count | after routing | synth area share |
|---|---|---|---|
| flip-flops | 1024 | 1024 | 0.696 |
| buffers and inverters | 329 | 462 | 0.0351 |
| multiplexers | 512 | 512 | 0.116 |
| AND/OR/NAND/NOR | 1196 | 1196 | 0.109 |
| AND-OR/OR-AND | 320 | 320 | 0.0442 |
## Yosys cell counts (5+ instances only)
master / number / area [sq um]
sky130_fd_sc_hd__a21oi_1: 32 / 160
sky130_fd_sc_hd__o21ai_0: 32 / 160
sky130_fd_sc_hd__buf_6: 19 / 214
sky130_fd_sc_hd__o22ai_2: 5 / 62.6
sky130_fd_sc_hd__clkbuf_1: 172 / 646
sky130_fd_sc_hd__o22ai_1: 251 / 1570
sky130_fd_sc_hd__buf_2: 128 / 641
sky130_fd_sc_hd__buf_1: 5 / 18.8
sky130_fd_sc_hd__nand2_1: 69 / 259
sky130_fd_sc_hd__mux2i_1: 512 / 5120
sky130_fd_sc_hd__nand4bb_1: 6 / 67.6
sky130_fd_sc_hd__edfxtp_1: 1024 / 30700
sky130_fd_sc_hd__nor4_1: 64 / 400
sky130_fd_sc_hd__nor2_1: 1027 / 3850
## placed cells by master (no fill, tap or decap), types with 16 or more instances in the layout
master,instances
sky130_fd_sc_hd__a21oi_1,30
sky130_fd_sc_hd__nand2_1,69
sky130_fd_sc_hd__o21ai_4,32
sky130_fd_sc_hd__edfxtp_1,1024
sky130_fd_sc_hd__o22ai_1,251
sky130_fd_sc_hd__buf_4,169
sky130_fd_sc_hd__clkinv_1,33
sky130_fd_sc_hd__clkdlybuf4s50_1,68
sky130_fd_sc_hd__nor2_1,1027
sky130_fd_sc_hd__clkbuf_1,24
sky130_fd_sc_hd__buf_12,34
sky130_fd_sc_hd__mux2i_1,512
sky130_fd_sc_hd__nor4_1,64
sky130_fd_sc_hd__clkinv_2,16
sky130_fd_sc_hd__clkbuf_16,103
## final timing paths
| check | start | slack [ps] | end |
|---|---|---|---|
| worst max-delay path | a[2] | 180 | rd[28] |
| worst min-delay path | wd[23] | 1380 | data_mem[4][23]$_SDFFCE_PN0P_ |
## per-stage QoR
stage / setup slack (ps) / utilization / cell area [sq um]
2_1_floorplan: 650 / - / 44200
3_3_place_gp: 131 / 0.329 / 48100
3_5_place_dp: 149 / 0.329 / 48100
4_1_cts: 142 / 0.351 / 51200
5_1_grt: 45.0 / 0.351 / 51200
6_report: 178 / 0.351 / 51200
## critical path, stage by stage
cell	delay, ps
sky130_fd_sc_hd__clkdlybuf4s50_1	450
sky130_fd_sc_hd__buf_12	170
sky130_fd_sc_hd__or4_4	750
sky130_fd_sc_hd__o22ai_1	330
sky130_fd_sc_hd__nor4_1	100
sky130_fd_sc_hd__buf_4	170
sky130_fd_sc_hd__a21oi_1	410
sky130_fd_sc_hd__clkdlybuf4s50_1	570
## cell type report
type                            instances  area [sq um]
Tap cell                             1917          2400
Clock buffer                          127          2670
Inverter                                1          3.75
Clock inverter                         61           449
Fill cell                           13700         94700
Sequential cell                      1024         30700
Timing Repair Buffer                  273          2650
Multi-Input combinational cell       2028         12300
## where the power goes
| part | internal [W] | switching, W | total (W) | leakage, nW |
|---|---|---|---|---|
| Sequential | 0.00937 | 0.000108 | 0.00948 | 9.81 |
| Combinational | 0.000485 | 0.000936 | 0.00142 | 6.47 |
| Clock | 0.00384 | 0.00295 | 0.00679 | 1.52 |
Power figures rest on the tool's default switching activity, not on a simulated workload.
