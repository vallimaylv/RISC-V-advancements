--- flow/design.v ---
module Instruction_memory(a, rst, rd);
  input [31:0] a;
  input rst;  
  output reg [31:0] rd;
integer i;
  reg [31:0] mem[31:0];  
  always@(*) begin
  rd<=32'h0;
    if (!rst) begin
      for (i=0; i<32; i=i+1) begin
        mem[i] <= 32'd0;
      end
    end else begin
      case (a)
        32'd0: rd <= 32'h00800113;
        32'd4: rd <= 32'h00400093;
        32'd8: rd <= 32'h002081b3;
        32'd12: rd <= 32'h40208233;
        32'd16: rd <= 32'h022082b3;
        default: rd <= 32'h0;
      endcase
    end
  end
endmodule
--- flow/run.sh ---
#!/bin/bash
# OpenROAD 26Q1-2900-gdf79404cd8, Yosys 0.63+post, stock flow scripts
make -C /OpenROAD-flow-scripts/flow DESIGN_CONFIG=/design/flow/config.mk WORK_HOME=/design/flow/orfs finish
--- flow/config.mk ---
export PLATFORM = sky130hd
export DESIGN_NAME = Instruction_memory
export DESIGN_NICKNAME = Instruction_memory
export VERILOG_FILES = /design/flow/design.v
export SDC_FILE = /design/flow/constraint.sdc
export NUM_CORES = 4
export LEC_CHECK = 1
export CORE_AREA = 10 10 70 70
export DIE_AREA = 0 0 80 80
--- flow/constraint.sdc ---
current_design Instruction_memory

set clk_period 4.1
set clk_io_pct 0.2

create_clock -name clk0 -period $clk_period

set non_clock_inputs [all_inputs -no_clocks]
set_input_delay [expr $clk_period * $clk_io_pct] -clock clk0 $non_clock_inputs
set_output_delay [expr $clk_period * $clk_io_pct] -clock clk0 [all_outputs]
==> flow_summary_export.csv <==
group,metric,value,unit
run_status,status,"finished, final reports clean",
detailed_routing,drt_pass1_iterations,4,
min_path,hold_path.class,"in2out",
yosys,yosys_cells,50,
finish,flop_area,0,µm²
finish,fillerInstances,369,
detailed_routing,via_per_inst,3.23,
cts,postCtsHoldBufs,0,
die,ioPinCount,65,
worst_setup_path,path_class,"in2out",
timing,drv_slew,0,
detailed_routing,drt_iter0_markers,5,
timing,rsz0062_at_grt,"no",
global_routing,antenna_found_initial,0,
detailed_routing,diodes,0,
timing,finalSetupTns,0,ns
worst_setup_path,end_kind,"output pin",
die,rows,21,
yosys,synth-xor-area-share,0.0228,
die,die_width,80,µm
flow_run,warnings,32,
worst_setup_path,slowest_delay,0.54,ns
worst_setup_path,cp.required,3.28,ns
yosys,netlist.area_leader.share,0.450,
yosys,synthDistinctLibCells,15,
yosys,synth-area-yosys,384,µm²
timing,setup_violations,0,
yosys,synth.cellmix.compoundShare,0.0782,
cts,post-cts-setup-buffers,0,
yosys,synth-seq-area-share,0,
detailed_routing,ant_nets,0,
detailed_routing,wirelength,1550,µm
global_routing,grt_pass1_vias,501,
die,fp-utilization,0.112,
detailed_routing,wire_per_inst,11.3,µm
yosys,mux_share,0,
yosys,top_logic_kind,"buffers and inverters",
die,coreArea,3420,µm²
detailed_routing,num_vias,443,
yosys,top_area_cell,"buf_4",
timing,min_period_over_period,0.880,
finish,flops,0,
global_routing,gr-usage-all-layers,0.0427,
yosys,syn_inst,50,
worst_setup_path,start_kind,"primary input",
yosys,avgSynthCellArea,7.68,µm²
power,p_per_area,53.5,nW/µm²
worst_setup_path,critPathTopFamily,"buffers and inverters",
die,die_y,80,µm
worst_setup_path,path_cells,"clkdlybuf4s50_1 > nor4_1 > nand4_2 > a211oi_1 > clkdlybuf4s50_1",
placed_design,place_congestion,0.719,
yosys,adder_share,0,
finish,synthToLayoutAreaGrowth,107,%
global_routing,grt_max_degree,10,
worst_setup_path,arrival,2.79,ns
finish,drive_gt1_frac,0.0769,
yosys,syn_area,384,µm²
timing,fin_crit,3.61,ns
worst_setup_path,crit_slowest_cell,"clkdlybuf4s50_1",
worst_setup_path,path_buffers,2,
yosys,topCellsByArea,"buf_4 45%, nor4_1 9.8%, nor4_2 9.8%, nand4_2 6.5%, a211oi_1 5.9%",
yosys,yosys_warnings,2,
finish,utilization,0.233,
detailed_routing,drcViolationCount,0,
finish,clock_buffers,0,
global_routing,grt_pass1_wl,2370,µm
worst_setup_path,path_common_cell,"clkdlybuf4s50_1",
die,dieArea,6400,µm²
yosys,common_cells,"23 x buf_4, 6 x nor4_1, 3 x a211oi_1, 3 x nor3_1, 3 x nor4_2",
power,vdd_drop_max,0.0130,mV
timing,finalHoldViolations,0,
yosys,simple_gate_area_frac,0.440,
power,cellLeakagePower,0.280,nW
global_routing,overflow,0,
placed_design,port-buffer-count,46,
yosys,top_cell,"buf_4",
timing,max_freq,277,MHz
cts,cts_resized,0,
flow_run,max-cap-violations,0,
worst_setup_path,path_max_fanout,9,
-- layout by cell type (no fill, tap or decap), drive strengths merged --
cell / instances
clkdlybuf4s50: 46
conb: 19
nor4: 9
a211oi: 3
nor3: 3
nand4: 2
nand2b: 2
nor4b: 1
nor2: 1
or2: 1
or3b: 1
nand3b: 1
xnor2: 1
o21a: 1
-- metrics by stage --
step	std cells	hold WS [ns]	total power, mW	setup slack [ns]	area, µm²
2_1_floorplan	68	1.66	0.0194	1.48	452
3_3_place_gp	137	2.71	0.0429	0.493	797
3_5_place_dp	137	2.72	0.0434	0.459	797
4_1_cts	137	2.72	0.0436	0.457	797
5_1_grt	137	2.76	0.0470	0.230	797
6_report	137	2.72	0.0426	0.492	797
-- worst paths after layout --
check | startpoint | to | slack (ns) | cells past startpoint
max | a[0] | rd[1] | 0.49 | 5
min | a[4] | rd[23] | 2.72 | 3
-- kinds of logic after synthesis --
family                    count (synthesis)
and+or+nand+nor                          21
AOI/OAI and AO/OA                         4
xor gates and xnor gates                  1
buffers and inverters                    23
other                                     1
-- where the power goes --
part	internal (mW)	switching (mW)
Combinational	0.0316	0.0111
Clock	0	0
Sequential	0	0
-- cell type report --
type / instances / area [µm²] / area share
multi-input cells: 45 / 279 / 0.350
repair buffers: 46 / 460 / 0.578
well taps: 46 / 57.6 / 0.0722
-- layer usage --
layer  GRT usage  share of wire
met1      0.0475           0.32
met2      0.0859           0.58
met3     0.00682          0.098
met4           0              0
met5           0              0
Power is estimated from default activity; no workload was simulated.
