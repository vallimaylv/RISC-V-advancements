==> config.mk <==
export PLATFORM = sky130hd
export DESIGN_NAME = registerfile
export DESIGN_NICKNAME = registerfile
export VERILOG_FILES = /design/flow/design.v
export SDC_FILE = /design/flow/constraint.sdc
export NUM_CORES = 4
export LEC_CHECK = 1
export CORE_UTILIZATION = 30
==> constraint.sdc <==
current_design registerfile

set clk_period 9.3
set clk_io_pct 0.2

create_clock -name clk0 -period $clk_period [get_ports {clk}]

set non_clock_inputs [all_inputs -no_clocks]
set_input_delay [expr $clk_period * $clk_io_pct] -clock clk0 $non_clock_inputs
set_output_delay [expr $clk_period * $clk_io_pct] -clock clk0 [all_outputs]
==> design.v <==
module registerfile(a1,a2,a3,we3,clk,rst,rd1,rd2,wd3);
  input [4:0]a1,a2,a3;
  input we3,clk,rst;
  input [31:0]wd3;
  output [31:0]rd1,rd2;
 integer i;
  reg [31:0] registers[31:0];
  always @ (posedge clk)
    begin
        if(!rst) begin 
             for(i=0;i<32;i=i+1) begin  registers[i]=0;  end
         end
      else begin
        if(we3)  registers[a3] <= wd3;
        end
    end
assign rd1 = (!rst) ? 32'd0 : registers[a1];
assign rd2 = (!rst) ? 32'd0 : registers[a2];
endmodule
==> run.sh <==
#!/bin/bash
# OpenROAD 26Q1-2900-gdf79404cd8, Yosys 0.63+post, stock flow scripts
make -C /OpenROAD-flow-scripts/flow DESIGN_CONFIG=/design/flow/config.mk WORK_HOME=/design/flow/orfs finish
==> results.cfg <==
; synthesis and place-and-route metrics
[critical_path]
cp_cell_sequence = buf_2, buf_4, nand2b_2, buf_4, o221ai_1, a31oi_1, clkdlybuf4s50_1
cp_num_buf_inv = 4
end_kind = primary output
crit_path_frequent_cell = buf_4
path_max_fanout = 24
crit_type = in2out
crit_required_ns = 7.44
crit_family = buffers and inverters
cp_slowest_cell = a31oi_1
cp.arrival_ns = 5.25
cp-start-kind = primary input
max_stage_delay_ns = 0.79

[logic_synthesis]
ys_types = 34
netlist_instances = 3597
synth_area_per_cell_sq_um = 15.19
synth_seq_share = 0.5626
synth.most_common_cell = and2_1
ys_ff = 1024
synth_top_flop_cell = edfxtp_1
edf_count = 1024
yosys.stat.chipArea_sq_um = 54650
netlist_area_sq_um = 54650
synthTopCellsByCount = and2_1 (1026), edfxtp_1 (1024), mux4_2 (448)
yosys_cells = 3597
async_reset_ff_frac = 0
top_area_cell = edfxtp_1
yosys_warnings = 1
yosysTopAreaCellShare = 0.5626
top_cells_by_area = edfxtp_1 (56%), mux4_2 (18%), and2_1 (12%), mux2_2 (2.6%), mux2i_1 (2.3%)

[power]
netSwitchingFraction = 0.2488
p_leak_nw = 20.52
ir_worst_vdd_uv = 152.2
p_per_area_nw_per_um2 = 177.1
pwr-share-comb = 0.121
switchingPower_mw = 2.740
p_seq_frac = 0.494
p_clk_frac = 0.385
cell_internal_pwr_mw = 8.271

[layout]
drive_above_1_share = 0.2630
final_core_util = 0.3437
largest_register_ffs = 1024
fillers = 16760
final_area_sq_um = 62190
syn2layout_area_growth_pct = 13.80
top_register = registers
reg.largest.list = registers (1024)

[route]
vias = 33000
drc = 0
wl_per_cell_microns = 30.15
avgViaCountPerCell = 5.471
first_pass_iters = 5
drt_iter0_drc = 2137
drtAntennaViolNets = 0
routed_wl_microns = 181900

[place]
placed_cell_area_sq_um = 58780
numPortBuffers = 113
gp_congestion = 0.8831
hpwl_microns = 106500

[flow_run]
warnings = 26
max_cap_violations = 0

[grt]
grt_pass1_vias = 36100
grt_remaining_overflow = 0
grt_max_degree = 88
grt_util_met1 = 0.2310
grt_use_met2 = 0.3169
grt_pass1_wl_microns = 258400
antenna_found_initial = 12
gr-usage-all-layers = 0.2103
use_met3 = 0.1528
busiest_layer = met2

[final_timing]
hold_viol_final = 0
tightest_slew_ns = 1.053
final.min_clock_period_ns = 7.113
relSlewSlack = 0.2972
slew_viol_final = 0
period_used_share = 0.7648
tns_ns = 0
fmax_mhz = 140.6
rsz0062_at_grt = no
setup-violations-final = 0

[die]
boundaryPins = 114
coreArea_sq_um = 180900
die_w_microns = 428.8
chipArea_sq_um = 183900
initial_utilization = 0.3020
die_h_microns = 428.8
rows = 156

[clock_network]
htree_num_levels = 3
root_buffer = clkbuf_16
cts_resized = 0
cts_setup_buffers = 0
hold_buffers = 0
path_clk_slew_ns = 0.06
cts_tree = built
numCtsBuffers = 108
cts_buffer_depth = 3
clock-sinks = 1024

[hold_path]
hp-class = in2reg

[outcome]
status = finished, final reports clean
==> cell usage in the layout, fill, tap and decap left out, types with 4 or more instances in the layout <==
cell | Yosys | final
buf_12 | 2 | 8
clkbuf_1 | 273 | 23
buf_2 | 83 | 4
o2111ai_1 | 26 | 26
mux2_2 | 128 | 128
a22oi_1 | 64 | 64
and2_1 | 1026 | 1026
o21ai_0 | 63 | 31
clkinv_1 | 0 | 30
edfxtp_1 | 1024 | 1024
a31oi_1 | 64 | 64
clkinv_2 | 0 | 17
bufinv_16 | 0 | 8
nor2_2 | 1 | 6
nor2_1 | 39 | 4
buf_8 | 0 | 4
o21ai_4 | 0 | 32
buf_4 | 31 | 147
o21ai_1 | 7 | 7
clkbuf_16 | 0 | 109
nand2_1 | 55 | 55
nor2_4 | 0 | 30
o221ai_1 | 64 | 64
clkdlybuf4s50_1 | 0 | 102
a221oi_1 | 38 | 38
mux2i_1 | 128 | 128
mux4_2 | 448 | 448
diode_2 | 0 | 4
==> layer usage <==
metal	routed length [microns]	part of all wire
met5	23	0.00013
met1	58940	0.32
met4	8188	0.045
met3	29840	0.16
met2	84890	0.47
==> metrics by stage <==
step	setup WS, ns	hold slack [ns]	std cells	power [mW]
after floorplan	3.880	2.058	3597	6.310
after global placement	2.053	2.818	5831	6.848
after detailed placement	2.034	2.824	5831	6.862
after CTS	2.055	2.035	6028	11.07
after global routing	2.102	2.084	6029	11.32
final	2.187	2.068	6032	11.01
==> power groups by stage <==
stage	Sequential (mW)	Clock (mW)	Combinational (mW)
CTS	5.44	4.30	1.33
finish	5.44	4.24	1.33
global route	5.47	4.45	1.39
==> final cells by class <==
| type | count | area (sq um) | share of cell area |
|---|---|---|---|
| clock buffers | 132 | 2814 | 0.04525 |
| inverters | 2 | 10.01 | 0.0001609 |
| clock inverters | 65 | 585.6 | 0.009415 |
| flip-flops and latches | 1024 | 30750 | 0.4944 |
| well taps | 2370 | 2965 | 0.04768 |
| repair buffers | 266 | 2376 | 0.03820 |
| multi-input cells | 2169 | 22680 | 0.3647 |
| diodes | 4 | 10.01 | 0.0001609 |
==> kinds of logic (layout without fill, tap and decap cells) <==
family                 count (synthesis)  count (layout)  synth area share
buffers and inverters                404             465           0.03361
AND-OR/OR-AND                        326             326           0.04304
other                                  0               4                 0
flip-flops                          1024            1024            0.5626
AND/OR/NAND/NOR                     1139            1139            0.1263
multiplexers                         704             704            0.2344
==> path summary, 6_finish.rpt <==
path	from	to	slack [ns]	cells past startpoint
max	a2[3]	rd2[12]	2.19	7
min	wd3[20]	registers[29][20]	2.07	3
Power and IR drop assume default switching activity.
